===== design.v =====
`timescale 1ns/100ps
module br (pc_inc, imm, br_sel, br_addr);
  input  [15:0] pc_inc;
  input  [15:0] imm;
  input         br_sel;
  output [15:0] br_addr;
  reg   [15:0] br_in;
  always @ (pc_inc, br_sel)
  begin
    if (br_sel == 1'b1)
      br_in <= 16'h0000;
    else
      br_in <= pc_inc;
  end
  assign br_addr = br_in + imm;
endmodule

===== config.mk =====
export PLATFORM = sky130hd
export DESIGN_NAME = br
export DESIGN_NICKNAME = br
export VERILOG_FILES = /design/flow/design.v
export SDC_FILE = /design/flow/constraint.sdc
export NUM_CORES = 4
export LEC_CHECK = 1
export CORE_AREA = 10 10 70 70
export DIE_AREA = 0 0 80 80

===== run.sh =====
#!/bin/bash
# OpenROAD 26Q1-2900-gdf79404cd8, Yosys 0.63+post, stock flow scripts
make -C /OpenROAD-flow-scripts/flow DESIGN_CONFIG=/design/flow/config.mk WORK_HOME=/design/flow/orfs finish

===== constraint.sdc =====
current_design br

set clk_period 8.5
set clk_io_pct 0.2

create_clock -name clk0 -period $clk_period

set non_clock_inputs [all_inputs -no_clocks]
set_input_delay [expr $clk_period * $clk_io_pct] -clock clk0 $non_clock_inputs
set_output_delay [expr $clk_period * $clk_io_pct] -clock clk0 [all_outputs]

==> changes_impl.md <==
### Physical design

- Fin Setup TNS: 0 ns
- Router iterations before antenna repair: 4
- Via count: 951
- Hold-fix buffers at CTS: 0
- Inst Count DP: 205
- Core box area: 3420 um2
- Count of tool warnings: 32
- Syn_area_per_cell: 7.46 um2
- PD cells: 68.8 nW/um2
- YS chip area: 836 um2
- Worst Tran Pin Value: 0.594 ns
- Area leader, netlist: ha_1
- Post-CTS setup buffers: 0
- Number of vias per cell: 4.64
- Share of post-route cells with drive strength above 1: 4.40%
- Synth Cell Area: 836 um2
- Worst Setup Start Kind: input pin
- CP arrival: 4.69 ns
- Routed WL: 2.58 mm
- Crit. End Element: output pin
- FF+latch area: 0 um2
- P_sw: 0.0000350 W
- Fin util: 40.3%
- Resized Gates After CTS: 0
- Netlist cell types: 33
- Count of input and output buffers: 49
- Period utilization: 75.1%
- Top cells by area: ha_1 22%, nor2b_1 13%, a21oi_1 8.4%
- Crit Path Category: input pin to output pin
- Ant. Diodes: 0
- # DRC: 0
- Final hold viol count: 0
- Worst min path class: input pin to output pin
- Leakage: 0.575 nW
- Final HPWL DP: 2.20 mm
- Antenna violations before repair: 0
- Finished Layout Cells: 205
- Slew Viols, Final: 0
- FILL cells: 351
- FMAX: 157 MHz
- Ys cells: 112
- Rel. slew slack: 60.3%
- Die Ht: 80 um
- Post-Syn Instances: 112
- Vias in the first global route: 1017
- Clock power share: 0%
- Final estimated routing congestion in global placement: 0.822
- Flop pwr share: 0%
- Final setup viols: 0
- GRT Residual Overflow: 0
- Yosys Warn Count: 1
- Int Pwr: 0.0000598 W
- Switching part of the total: 36.9%
- Total power: 0.0000947 W
- IO Pins: 49
- Die W: 80 um
- Sequential fraction of the synthesis area: 0%
- Maximum number of pins on one net before global-route repair: 17
- Logic pwr share: 100.0%
- Min Tclk post-route: 6.39 ns
- Worst EP required: 6.80 ns
- Top cell area share: 22.5%
- Drt first-iter violations: 42
- FP Rows: 21
- Die ar.: 6400 um2
- GRT Total Usage: 7.88%
- Wire per inst: 12.6 um
- Max-Cap Viols: 0
- FFs & Latches: 0
- Status: finished clean
- Layout area overhead: 64.7%
- VDD IR-drop max: 31.2 uV
- Fp util: 24.5%
- ANT nets after route: 0
- Global-route wire length before repair: 4.33 mm
- Crit-path max FO: 16
- Clock buf count: 0
- RSZ-0062 raised after global routing: no
layer usage:
| layer | global-route usage, % | up-vias | wire (um) |
|---|---|---|---|
| li1 | - | 511 | - |
| met1 | 10.3 | 405 | 1190 |
| met2 | 11.7 | 35 | 1010 |
| met3 | 4.43 | 0 | 373 |
| met4 | 0 | 0 | 0 |
| met5 | 0 | - | 0 |
path summary, 6_finish.rpt:
kind               start           to  slack (ns)  depth (start not counted)
setup / recovery  br_sel  br_addr[10]        2.11                         10
hold / removal    imm[0]   br_addr[0]        4.46                          3
cell usage after synthesis:
library cell / instances
a211oi_2: 1
o21ai_0: 5
ha_1: 15
a31o_2: 1
a221o_1: 1
nor4_2: 1
clkbuf_1: 2
o21bai_1: 1
and3_1: 4
a221oi_1: 1
xor2_1: 7
nand3_1: 3
nor2b_1: 17
a21oi_1: 14
o21ai_2: 1
nor2_1: 4
nand4_1: 1
xnor2_1: 6
inv_1: 1
nand3b_1: 1
o211ai_1: 1
a31oi_1: 1
o21ai_1: 3
o21a_1: 1
a211oi_1: 2
a31oi_4: 1
fa_1: 1
nor3b_1: 1
nor3_2: 1
a21o_1: 4
nand2_1: 7
a211o_1: 1
a21o_2: 1
cell type report:
class	instances	area, um2	area share (%)
inverter	1	3.75	0.273
multi-input combinational	109	825	59.9
tap	46	57.6	4.18
timing repair buffer	49	490	35.6
cell families after synthesis:
family / share of synthesized area [%]
and+or+nand+nor: 27.7
buffers and inverters: 1.35
adders and majority gates: 24.9
xor gates and xnor gates: 13.6
AOI/OAI and AO/OA: 32.5
metrics by stage:
| step | instance area (um2) | hold WS [ns] | worst slack, ns |
|---|---|---|---|
| final | 1380 | 4.46 | 2.11 |
| after global routing | 1380 | 4.50 | 1.85 |
| after CTS | 1380 | 4.47 | 2.06 |
| after detailed placement | 1380 | 4.46 | 2.07 |
| after global placement | 1380 | 4.47 | 2.09 |
| after floorplan | 836 | 3.48 | 3.39 |
power groups by stage:
stage         Combinational, W  Clock [W]  Sequential, W
finish               0.0000947          0              0
global route          0.000107          0              0
CTS                  0.0000969          0              0
critical path, cell delays in order:
cell	delay, ns
clkdlybuf4s50_1	0.84
nor2b_1	0.10
ha_1	0.24
fa_1	0.41
a21o_1	0.22
a31o_2	0.26
nand2_1	0.16
o21ai_0	0.12
xnor2_1	0.14
clkdlybuf4s50_1	0.48
cells in the final DEF, fill, tap and decap left out, types with 2 or more instances in the layout:
| master | count |
|---|---|
| ha_1 | 15 |
| a211oi_1 | 2 |
| clkdlybuf4s50_1 | 49 |
| nor2_1 | 4 |
| nor2b_1 | 17 |
| a21oi_1 | 14 |
| o21ai_0 | 5 |
| nand3_1 | 3 |
| xor2_1 | 7 |
| nand2_1 | 7 |
| o21ai_1 | 3 |
| xnor2_1 | 6 |
| a21o_1 | 4 |
| and3_1 | 4 |
Power figures rest on the tool's default switching activity, not on a simulated workload.

<file path="./design.v">
`timescale 1ns/100ps
module rf (read_rega, read_regb, write_reg, write_data, rf_we, rsa, rsb);
  input  [3:0]  read_rega;
  input  [3:0]  read_regb;
  input  [3:0]  write_reg;
  input  [31:0] write_data;
  input  rf_we;
  output [31:0] rsa;
  output [31:0] rsb;
  reg    [31:0] ram_array [15:0];
  reg    [31:0] rsa;
  reg    [31:0] rsb = 32'H00000000;
  integer i; 
  initial
  begin
     for (i = 0; i < 16; i = i + 1) begin
       ram_array[i] <= 32'H00000000;
     end
  end
  always @(read_rega, rf_we)
  begin
    if (read_rega == 4'H0)
      rsa <= 32'H00000000;
    else
      rsa <= ram_array[read_rega];
  end
  always @(read_regb, rf_we)
  begin
    if (read_regb == 4'H0)
      rsb <= 32'H00000000;
    else    
      rsb <= ram_array[read_regb];
  end
  always @(posedge rf_we)
  begin
    ram_array[write_reg] <= write_data;
  end
endmodule
</file>
<file path="./run.sh">
#!/bin/bash
# OpenROAD 26Q1-2900-gdf79404cd8, Yosys 0.63+post, stock flow scripts
make -C /OpenROAD-flow-scripts/flow DESIGN_CONFIG=/design/flow/config.mk WORK_HOME=/design/flow/orfs finish
</file>
<file path="./config.mk">
export PLATFORM = sky130hd
export DESIGN_NAME = rf
export DESIGN_NICKNAME = rf
export VERILOG_FILES = /design/flow/design.v
export SDC_FILE = /design/flow/constraint.sdc
export NUM_CORES = 4
export LEC_CHECK = 1
export CORE_UTILIZATION = 40
</file>
<file path="./constraint.sdc">
current_design rf

set clk_period 7.0
set clk_io_pct 0.2

create_clock -name clk0 -period $clk_period [get_ports {rf_we}]

set non_clock_inputs [all_inputs -no_clocks]
set_input_delay [expr $clk_period * $clk_io_pct] -clock clk0 $non_clock_inputs
set_output_delay [expr $clk_period * $clk_io_pct] -clock clk0 [all_outputs]
</file>
==> Changelog: implementation <==
## Flow update

- XOR Share, Synth: 0%
- Sum of overflow across all layers after global routing: 0
- Cell with the most instances on the worst path: sky130_fd_sc_hd__clkdlybuf4s50_1
- Power consumption: 0.00659 W
- Critical Path Max Stage Delay: 0.72 ns
- Leakage power of the design: 8.15 nW
- Commonest cells after routing, fill and taps aside: 480 x sky130_fd_sc_hd__edfxtp_1, 161 x sky130_fd_sc_hd__mux4_2, 101 x sky130_fd_sc_hd__clkdlybuf4s50_1
- Portion of netlist area occupied by mux cells: 23.8%
- Iteration count of the initial detailed-routing pass: 5
- Adder-cell share of the synthesized area: 0%
- Number of buffers created by CTS: 50
- Final number of setup-violating endpoints: 0
- Die outline width: 237 µm
- Number of antenna-violating nets in the routed design: 0
- Setup repair after global routing missed its margin: false
- Fraction of the cycle the final worst path needs: 79.0%
- Maximum clock insertion buffer count: 3
- Max FFs per register: 480
- Sink Count: 480
- Number of distinct standard cells referenced by the synthesized netlist: 30
- Transition time at the pin with the least slew margin: 0.960 ns
- Count of cell instances traversed by the critical path: 6
- Most flops, register: ram_array
- Number of H-tree levels: 2
- Cell area after synthesis: 0.0220 mm²
- Start point of the worst min-delay path: write_data[4]
- Worst path cell trace: clkdlybuf4s50_1 -> nand2b_2 -> buf_4 -> nor2_1 -> nor3_1 -> clkdlybuf4s50_1
- Shortest period the worst path allows: 5.53 ns
- Number of endpoints with negative hold slack in the final report: 0
- First-pass GRT wire length: 86,800 µm
- Clock slew at the register clock pins of the worst setup and hold paths: 0.06 ns
- Post-route cell area: 0.0255 mm²
- Count of yosys warnings during synthesis: 1
- First DRT Iteration DRCs: 783
- CP Data Arrival Time: 4.13 ns
- Post-CTS setup buffer count: 0
- Number of logged tool warnings: 25
- TritonCTS clock tree: built
- Largest delay contributor family on the critical path: buffers and inverters
- Mean post-synth cell area: 18.7 µm²
- Remaining design rule violation count: 0
- Startpoint class of the critical path: input pin
- Worst-path cell with the longest stage delay: sky130_fd_sc_hd__nand2b_2
- Buffering stage count on the worst path with inverters included: 3
- Ports placed on the boundary: 109
- Post-synthesis simple-gate area fraction: 2.19%
- Run status: finished, final reports clean
- Data required time at the worst endpoint: 5.60 ns
- Finished Core Util: 47.1%
- Count of max-cap constraint violations: 0
- Commonest non-fill, non-tap cell in the layout: sky130_fd_sc_hd__edfxtp_1
- Final Max Tran Viols: 0
- Regs by FF count: ram_array x480
- Port Buffer Count: 108
- Hold Path Cell Cnt: 1
- Number of buffers inserted by hold repair at cts: 0
- Slew headroom: 35.9%
- P&R area growth vs syn: 15.8%
- DP Area: 0.0239 mm²
- Floorplan Core Area: 0.0541 mm²
- Yosys synthesis chip area: 0.0220 mm²
- Setup crit end kind: primary output
- Synth Area in Compound Gates: 6.13%
- Area of the die: 0.0560 mm²
- FP Core Util: 40.7%
- Gates resized, CTS repair: 0
- Number of cells in the yosys synthesis report: 1,176
- Setup CP Type: input pin to primary output
- Via count: 12,500
- Synthesized instance count: 1,176
- Wire length reported by the detailed router: 57,900 µm
- Global Route Usage Sum: 23.2%
- Synth logic family: multiplexers
- Fill cell instance count of the final layout: 4,408
- Hold slack: 1.70 ns
- Critical Path Start: read_regb[2]
- Share of synthesized area occupied by flip-flops and latches: 65.4%
- Power density relative to cell area: 258 mW/mm²
- Placed wire-length estimate: 33,300 µm
- Maximum number of pins on one net before global-route repair: 57
- Number of synthesized register bits: 480
- Clock Root Buffer: sky130_fd_sc_hd__clkbuf_16
- Vias per std cell: 6.16
- Routed length per placed instance: 28.7 µm
- Hold crit path type: input pin to register
- Setup total negative slack: 0 ns
- Row count: 85
- Max Clock Freq: 181 MHz
- Layout cell share with drive strength beyond 1: 27.9%
- Antenna violations before repair: 3
- Gpl congestion: 0.831
- Largest fanout on the critical path: 25
- Via count of the first global-routing pass: 13,900
- VDD IR-drop max: 0.186 mV
- Floorplan die height: 237 µm
## path summary, 6_finish.rpt
path,end,slack [ns]
min,ram_array[4][4]$_DFFE_PP_,1.70
max,rsb[26],1.47
## cell families (layout without fill, tap and decap cells)
group	after synthesis	in the layout
other	0	2
and+or+nand+nor	101	101
DFF	480	480
buffers and inverters	95	243
AOI/OAI and AO/OA	185	185
muxes	315	315
## cell usage after synthesis
library cell | n | share of area (%)
sky130_fd_sc_hd__edfxtp_1 | 480 | 65
sky130_fd_sc_hd__mux4_2 | 161 | 16
sky130_fd_sc_hd__mux2i_1 | 91 | 4.1
sky130_fd_sc_hd__mux2_2 | 63 | 3.2
sky130_fd_sc_hd__a21oi_1 | 53 | 1.2
sky130_fd_sc_hd__a221oi_1 | 42 | 1.7
sky130_fd_sc_hd__clkbuf_1 | 39 | 0.66
sky130_fd_sc_hd__nor2_1 | 39 | 0.66
sky130_fd_sc_hd__nor3_1 | 38 | 0.86
sky130_fd_sc_hd__o22ai_1 | 32 | 0.91
sky130_fd_sc_hd__buf_2 | 27 | 0.61
sky130_fd_sc_hd__a221o_1 | 26 | 1.2
sky130_fd_sc_hd__a22oi_1 | 26 | 0.89
sky130_fd_sc_hd__buf_4 | 15 | 0.51
sky130_fd_sc_hd__nand2b_1 | 7 | 0.20
sky130_fd_sc_hd__nand2_1 | 6 | 0.10
sky130_fd_sc_hd__buf_1 | 5 | 0.085
sky130_fd_sc_hd__buf_6 | 4 | 0.20
sky130_fd_sc_hd__o221a_2 | 4 | 0.20
sky130_fd_sc_hd__buf_12 | 3 | 0.27
sky130_fd_sc_hd__nor3b_1 | 3 | 0.10
sky130_fd_sc_hd__and3b_1 | 2 | 0.080
sky130_fd_sc_hd__nor2b_1 | 2 | 0.057
sky130_fd_sc_hd__or2_2 | 2 | 0.057
sky130_fd_sc_hd__and2_1 | 1 | 0.028
sky130_fd_sc_hd__and2b_1 | 1 | 0.034
sky130_fd_sc_hd__buf_8 | 1 | 0.068
sky130_fd_sc_hd__clkbuf_2 | 1 | 0.023
sky130_fd_sc_hd__o21ai_1 | 1 | 0.023
sky130_fd_sc_hd__o221a_1 | 1 | 0.051
## layer usage
metal,vias to the layer above,share of wire (%),global-route usage [%]
met3,84,14,14.0
li1,5283,-,-
met5,-,0.022,0.173
met4,2,2.2,4.23
met1,6388,36,30.9
met2,693,48,34.8
## power breakdown
group	internal, W	switching, W	total (W)
Combinational	0.000312	0.000331	0.000642
Clock	0.00156	0.00108	0.00264
Sequential	0.00327	0.0000371	0.00330
## stage by stage
step / worst slack [ns] / std cells
detailed placement: 1.47 / 1927
finish: 1.47 / 2022
global placement: 1.48 / 1927
CTS: 1.43 / 2020
floorplan: 2.75 / 1176
global route: 1.26 / 2021
## layout make-up
cell class,instances,area (µm²),share of cell area (%)
Timing Repair Buffer,150,1400,5.49
Tap cell,696,871,3.41
Clock buffer,62,1360,5.33
Multi-Input combinational cell,601,7200,28.2
Antenna cell,2,5.00,0.0196
Sequential cell,480,14400,56.5
Clock inverter,31,275,1.08
No activity file was given, so power comes from the tool's default toggle rates.
